==> /design/flow/run.sh <==
#!/bin/bash
# OpenROAD 26Q1-2900-gdf79404cd8, Yosys 0.63+post, stock flow scripts
make -C /OpenROAD-flow-scripts/flow DESIGN_CONFIG=/design/flow/config.mk WORK_HOME=/design/flow/orfs finish
==> /design/flow/config.mk <==
export PLATFORM = sky130hd
export DESIGN_NAME = dcmi_emulator
export DESIGN_NICKNAME = dcmi_emulator
export VERILOG_FILES = /design/flow/design.v
export SDC_FILE = /design/flow/constraint.sdc
export NUM_CORES = 4
export LEC_CHECK = 1
export CORE_UTILIZATION = 30
==> /design/flow/constraint.sdc <==
current_design dcmi_emulator

set clk_period 5.4
set clk_io_pct 0.2

create_clock -name clk0 -period $clk_period [get_ports {clk_sys}]

set non_clock_inputs [all_inputs -no_clocks]
set_input_delay [expr $clk_period * $clk_io_pct] -clock clk0 $non_clock_inputs
set_output_delay [expr $clk_period * $clk_io_pct] -clock clk0 [all_outputs]
==> /design/flow/design.v <==
`timescale 1ns / 1ps
module dcmi_emulator
    #(parameter 
    DATA_BITS = 8,  
    PCLK_MOD            = 4,     
    VSYNC_LOW           = 10,    
    HREF_LOW            = 5,     
    BUFFER_START_PERIOD = 7,     
	BUFFER_END_PERIOD 	= 5,	 
    HREF_TOTAL          = 240,   
    PIXEL_BYTE_TOTAL    = 640    
    )
    (
        input logic clk_sys,     
        input logic reset_sys,   
        input logic start,
        output logic pclk,   
        output logic vsync, 
        output logic href,
        output logic [DATA_BITS-1:0] dout,
        output logic frame_start_tick,
        output logic frame_complete_tick
    );
    localparam INVALID_DATA = {DATA_BITS{1'b0}};     
    typedef enum{ST_IDLE, ST_VSYNC, ST_BUFFER, ST_HREF_ACTIVE, ST_HREF_REST, ST_BUFFER_END} state_type;
    state_type state_reg, state_next;
    logic [3:0] cnt_pclk_reg, cnt_pclk_next;         
    logic [31:0] vsync_low_reg, vsync_low_next;              
    logic [31:0] href_cnt_reg, href_cnt_next;        
    logic [31:0] href_low_reg, href_low_next;        
    logic [31:0] buffer_reg, buffer_next;            
    logic [31:0] pixel_byte_reg, pixel_byte_next;    
    always_ff @(posedge clk_sys, posedge reset_sys) begin
        if(reset_sys) begin
            cnt_pclk_reg <= 0;        
        end
        else begin
             cnt_pclk_reg <= cnt_pclk_next;        
        end    
    end
    assign cnt_pclk_next = (cnt_pclk_reg == PCLK_MOD-1) ? 0 : (cnt_pclk_reg + 1);
    always_comb begin
        if(cnt_pclk_reg < 2)
            pclk = 1'b1;
        else
            pclk = 1'b0;
    end
    always_ff @(negedge pclk, posedge reset_sys) begin
        if(reset_sys) begin
            vsync_low_reg   <= 0;
            href_cnt_reg    <= 0;
            href_low_reg    <= 0;        
            buffer_reg      <= 0;
            pixel_byte_reg  <= 0;
            state_reg       <= ST_IDLE;         
        end
        else begin
            vsync_low_reg   <= vsync_low_next;
            href_cnt_reg    <= href_cnt_next;
            href_low_reg    <= href_low_next;
            buffer_reg      <= buffer_next;
            pixel_byte_reg  <= pixel_byte_next;
            state_reg       <= state_next;   
        end
    end
    always_comb begin
        vsync   = 1'b1;    
        href    = 1'b0;     
        dout = INVALID_DATA;
        frame_complete_tick = 1'b0;
        frame_start_tick    = 1'b0;
        vsync_low_next  = vsync_low_reg;
        href_cnt_next   = href_cnt_reg;
        href_low_next   = href_low_reg;
        buffer_next     = buffer_reg;
        pixel_byte_next = pixel_byte_reg;
        state_next      = state_reg;
        case(state_reg)
            ST_IDLE: begin
                if(start) begin
                    state_next = ST_VSYNC;
                    vsync_low_next = 0;      
                end
           end
            ST_VSYNC: begin
                vsync = 1'b0;               
                if(vsync_low_reg == (VSYNC_LOW-1)) begin
                    state_next      = ST_BUFFER;
                    buffer_next     = 0;     
                end    
                else begin
                    vsync_low_next = vsync_low_reg + 1;
                end            
            end
            ST_BUFFER: begin
                frame_start_tick = 1'b1;
                if(buffer_reg == (BUFFER_START_PERIOD-1)) begin
                    state_next       = ST_HREF_ACTIVE;
                    buffer_next      = 0;  
                    pixel_byte_next  = 0;
                    href_cnt_next    = 0;
                end
                else begin
                    buffer_next = buffer_reg + 1;                
                end
            end
            ST_HREF_ACTIVE: begin
                href = 1'b1;
                dout = 8'b11110000;
                if(pixel_byte_reg == (PIXEL_BYTE_TOTAL-1)) begin
                    state_next      = ST_HREF_REST;
                    href_low_next   = 0;
                end
                else begin
                    pixel_byte_next = pixel_byte_reg + 1;
                end
            end
            ST_HREF_REST: begin
                href = 1'b0;
                if(href_low_reg == (HREF_LOW-1)) begin
                   state_next       = ST_HREF_ACTIVE;
                   pixel_byte_next  = 0;     
                   if(href_cnt_reg == (HREF_TOTAL-1)) begin
                        state_next  = ST_BUFFER_END;
                        buffer_next = 0;
                   end   
                   else begin
                        href_cnt_next = href_cnt_reg + 1;
                   end               
                end
                else begin
                    href_low_next = href_low_reg + 1;                
                end            
            end
            ST_BUFFER_END: begin
                if(buffer_reg == (BUFFER_END_PERIOD-1)) begin
                    state_next = ST_IDLE;
                    frame_complete_tick = 1'b1;
                end
                else begin
                    buffer_next = buffer_reg + 1;
                end
            end
            default: ;   
        endcase
    end    
endmodule
==> results.toml <==
# yosys + openroad results
[yosys]
top_cell_area_share_pct = 42.1
synth_cell_types = 60
synth-seq-cells = 170
edf_count = 0
largest_area_cell = "dfrtn_1"
yosys_warnings = 1
syn_inst = 1111
syn-cell-area_sq_um = 9800
synth_top_flop_cell = "dfrtn_1"
area_leaders = "dfrtn_1, o31ai_1, o21ai_0"
ys_cells = 1111
synth.avg_cell_area_sq_um = 8.82
yosys_area_sq_um = 9800
async_flop_share_pct = 100
ys_seq_share_pct = 43.4

[sta]
worstMarginPinSlew_ns = 0.869
slew_headroom_pct = 41.4
unclocked_pins = 166
period_needed_ns = 2.70
rsz0062_at_grt = "false"
hold_viol = 0
tns_ns = 0
period_used_pct = 50.0
finalSetupViolations = 0
drv_slew = 0
fmax_mhz = 370
layout_setup_ws_ns = 2.70
unconstrained_endpoints = 174
finClkSkew_ns = 0.000795

[floorplan]
die_x_um = 183
fp-utilization_pct = 30.7
rows = 65
die_h_um = 183
design.die.area_sq_um = 33400
core-area_sq_um = 31900
num_io_pins = 16

[critical_path]
r2r-start = "cnt_pclk_reg[0]$_DFF_PP0_"
setup.worst_path.end_class = "output port"
arrival_ns = 1.62
crit_slowest_cell = "clkdlybuf4s50_1"
cp.required_ns = 4.32
slowest_delay_ns = 0.46
worstSetupStartpoint = "cnt_pclk_reg[2]$_DFF_PP0_"
cp-start-kind = "flip-flop"
crit_type = "reg2out"
crit_path_max_fanout = 7
cp_cell_sequence = "or3_1 -> inv_4 -> clkdlybuf4s50_1"

[routing]
wl_per_cell_um = 14.5
drc_errors = 0
antenna_left = 0
drtIter0Drc = 678
dr.pass1.iters = 5
avgViaCountPerCell = 5.47
vias = 8294
antenna_cells = 0
routed_wl_mm = 22.0

[cts]
cts_setup_buffers = 0
clock_path_buffers = 2
ctsResizeCount = 0
worstSkewPairLatency_ns = 0.22
cts_root_buffer = "clkbuf_16"
htree_levels = 1
clkTransAtPathRegs_ns = 0.03
cts_buffers = 3
ctsHoldBuffers = 0
cts_tree = "done"

[grt]
antenna_found_initial = 0
grt_pass1_vias = 7607
grt_pass1_wl_mm = 38.4
grt_max_degree = 87
grtUsageTotal_pct = 13.7
overflow = 0

[min_path]
hp-start = "cnt_pclk_reg[0]$_DFF_PP0_"
hold_path_class = "reg2reg"

[power_and_ir_drop]
switching_share_pct = 26.1
power.internal_w = 0.000127
power.share.sequential_pct = 17.5
combPwrFrac_pct = 16.7
clockPowerShare_pct = 65.9
peakVddDrop_v = 0.000202
power_density_nw_per_um2 = 16.5
leakage_nw = 3.96
p_switching_w = 0.0000449

[final_layout]
layout.area.comb_sq_um = 5160
syn2layout_area_growth_pct = 6.36
lay_top_count = "dfrtn_1"
final_cell_mix = "dfrtn_1, o31ai_1, nand2_1"
layout-drive-gt1-share_pct = 4.53
fill_cells = 3325
register_area_sq_um = 4260

[place]
dp_slack_ns = 2.92
gp_congestion = 0.830
dp_hpwl_mm = 14.6
io_buffers = 11

[flow_run]
maxCapViolCount = 0
warnings = 29

[run_status]
outcome = "finished, final reports clean"
## final timing paths
check                                       endpoint  slack, ns  cells after the start
max in group asynchronous  cnt_pclk_reg[3]$_DFF_PP0_       3.82                      2
max reg2reg                cnt_pclk_reg[2]$_DFF_PP0_       4.49                      3
max                                             pclk       2.70                      3
min in group asynchronous  cnt_pclk_reg[2]$_DFF_PP0_       1.26                      2
min                        cnt_pclk_reg[0]$_DFF_PP0_       0.47                      1
min reg2reg                cnt_pclk_reg[0]$_DFF_PP0_       0.47                      1
## final cells by class
cell class,instances,share of cell area (%)
inverters,31,1.18
well taps,435,5.22
clock buffers,3,0.720
repair buffers,31,2.50
flip-flops and latches,170,40.8
multi-input cells,846,49.5
## metal layers
metal / part of all wire [%] / global-route usage (%)
met5: 0 / 0
met4: 0.28 / 0.471
met3: 2.0 / 0.142
met2: 45 / 21.5
met1: 53 / 23.0
## critical path, delay by kind of cell, from the launching register on
family | cells | cell delay, ns
flops | 1 | 0.39
buf+inv | 2 | 0.56
simple gates | 1 | 0.44
## through the flow
| step | total power [W] | utilization, % | cells | cell area [sq um] | hold WS [ns] |
|---|---|---|---|---|---|
| 6_report | 0.000172 | 32.7 | 1516 | 10400 | 0.466 |
| 5_1_grt | 0.000183 | 32.7 | 1516 | 10400 | 0.503 |
| 4_1_cts | 0.000177 | 32.7 | 1516 | 10400 | 0.468 |
| 3_5_place_dp | 0.0000617 | 32.5 | 1513 | 10300 | 0.458 |
| 3_3_place_gp | 0.0000617 | 32.5 | 1513 | 10300 | 0.446 |
| 2_1_floorplan | 0.0000515 | - | 1114 | 9810 | 0.428 |
## cells in the mapped netlist, types with 11 or more instances
cell type  instances
a21o_1            17
a21oi_1           65
and3_1            22
and4_1            16
buf_2             12
clkbuf_1          45
dfrtn_1          165
inv_1             31
nand2_1           91
nand3_1           53
nand4_1           43
nor2_1            67
nor2b_1           13
nor3_1            23
nor4_1            36
o21ai_0           90
o31ai_1           96
or3_1             45
or4_1             19
xnor2_1           14
xor2_1            11
## power by group through the flow
stage                 combinational [W]  sequential, W  clock [W]
after CTS                     0.0000313      0.0000301   0.000116
after global routing          0.0000349      0.0000300   0.000118
final                         0.0000287      0.0000301   0.000113
## logic make-up (layout without fill, tap and decap cells)
group / Yosys count / after routing / synth area share [%]
and+or+nand+nor: 469 / 469 / 26.4
AOI/OAI and AO/OA: 337 / 337 / 22.3
DFF: 170 / 170 / 43.4
buffers and inverters: 98 / 65 / 4.21
xor gates and xnor gates: 25 / 25 / 2.23
adders and majority gates: 10 / 10 / 1.28
other: 1 / 4 / 0.0383
muxes: 1 / 1 / 0.115
Power figures rest on the tool's default switching activity, not on a simulated workload.
